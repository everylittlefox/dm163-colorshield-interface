$ cat design.v
module rising_edge_detector (input clk,
                             input signal,
                             output rising_edge);
  reg signal_int;
  always @(posedge clk) begin
    signal_int <= signal;
  end
  assign rising_edge = signal & ~signal_int;
endmodule
module signal_sampler #(parameter N = 4)
                      (input clk,
                       input rst_n,
                       input shield_ready,
                       input wire [N-1:0] signal,
                       output reg [N-1:0] sampled);
  wire shield_ready_rising;
  rising_edge_detector s_rising (.clk(clk), .signal(shield_ready), .rising_edge(shield_ready_rising));
  always @(posedge clk, negedge rst_n) begin
    if (~rst_n) begin
      sampled <= 0;
    end
    else begin
      if (shield_ready_rising) sampled <= signal;
    end
  end
endmodule
module buttons (input clk,
                input rst_n,
                input shield_ready,
                input wire [3:0] btn,
                output up,
                output down,
                output left,
                output right);
  wire up_int, down_int, left_int, right_int;
  wire [3:0] btn_sample;
  assign {up_int, down_int, left_int, right_int} = btn_sample;
  signal_sampler btn_sampler (.clk(clk),
                             .rst_n(rst_n),
                             .shield_ready(shield_ready),
                             .signal(btn),
                             .sampled(btn_sample));
  rising_edge_detector r_up (.clk(clk), .signal(up_int), .rising_edge(up));
  rising_edge_detector r_down (.clk(clk), .signal(down_int), .rising_edge(down));
  rising_edge_detector r_left (.clk(clk), .signal(left_int), .rising_edge(left));
  rising_edge_detector r_right (.clk(clk), .signal(right_int), .rising_edge(right));
endmodule
$ cat run.sh
#!/bin/bash
# OpenROAD 26Q1-2900-gdf79404cd8, Yosys 0.63+post, stock flow scripts
make -C /OpenROAD-flow-scripts/flow DESIGN_CONFIG=/design/flow/config.mk WORK_HOME=/design/flow/orfs finish
$ cat config.mk
export PLATFORM = sky130hd
export DESIGN_NAME = buttons
export DESIGN_NICKNAME = buttons
export VERILOG_FILES = /design/flow/design.v
export SDC_FILE = /design/flow/constraint.sdc
export NUM_CORES = 4
export LEC_CHECK = 1
export CORE_AREA = 10 10 70 70
export DIE_AREA = 0 0 80 80
$ cat constraint.sdc
current_design buttons

set clk_period 1.2
set clk_io_pct 0.2

create_clock -name clk0 -period $clk_period [get_ports {clk}]

set non_clock_inputs [all_inputs -no_clocks]
set_input_delay [expr $clk_period * $clk_io_pct] -clock clk0 $non_clock_inputs
set_output_delay [expr $clk_period * $clk_io_pct] -clock clk0 [all_outputs]
==> run summary <==
Finished Cell Area - 540.5 um^2
Synth warnings - 2
Die Ht - 80 um
Site Rows - 21
Initial antenna violation count - 0
CTS Sinks - 9
Drt drc - 0
Total GRT Usage - 1.956%
Final core occ - 15.82%
DR WL/cell - 7.294 um
FP Util - 8.755%
Clock-pin slew on the worst setup and hold paths - 0.06 ns
Worst setup EP type - output pin
Slew Limit Fails - 0
First-pass GRT wire length - 986 um
Commonest flop - dfxtp_1
Min Clock Period, post-route - 1.154 ns
Most frequent cells after synthesis - 5 x dfxtp_1, 4 x dfrtp_1, 4 x mux2_4, 4 x nor2b_1, 1 x nor2b_4
Final Hold Fails - 0
Fmax - 0.8668 GHz
Critical path fanouts, max - 2
Worst EP arrival - 0.91 ns
Tightest Pin Transition - 0.1829 ns
Register area share after synthesis - 66.95%
Tool Warnings - 25
Post-Syn Area - 299.0 um^2
Area Growth Syn to Fin - 80.75%
Area share of the largest cell type after synthesis - 33.47%
Worst rel slew slack - 87.78%
N_diodes - 0
Clock latency (worst-skew pair) - 0.25 ns
MI comb area - 113.9 um^2
GPL Wtd Cong - 0.6761
Unrepaired setup endpoints after global routing - no
Worst R2R Path Depth - 3
Largest net degree at the start of global routing - 6
Maximum VDD drop - 0.2675 mV
Number of global-route vias before repair - 236
Synth cell types - 5
Type of the worst min-delay path - in2async
Die Area - 0.006400 mm^2
Register area - 200.2 um^2
Avg Vias per Cell - 2.400
R2R Path Start - btn_sampler.sampled[3]
Seq cells post-synth - 9
Remaining global-route overflow - 0
Mean Syn Cell Area - 16.61 um^2
Final period util - 96.14%
Cell Area, Placed - 486.7 um^2
TritonCTS buffer count - 3
CTS tree - built
Worst path slowest cell - dfrtp_1
WS Path Type - reg2out
Top cell type by total area after synthesis - dfrtp_1
Max-cap violations - 0
Yosys stat chip area - 299.0 um^2
Post-synth ARST share - 44.44%
R2R Path End - btn_sampler.sampled[3]
Layout cells sized above 1 - 48.72%
Die W - 80 um
Drt first pass iters - 1
Ys cells - 18
PwrDens - 1380 mW/mm^2
CTS Root Cell - clkbuf_4
DRT iter0 DRCs - 0
Startpoint type of the worst setup path - flip-flop
Via count - 204
Leakage power - 0.2351 nW
Top Ports - 11
Cell area leaders - dfrtp_1 33%, dfxtp_1 33%, mux2_4 20%
Area of the core - 0.003416 mm^2
Post-synth EDFFs - 0
Post-synthesis cell count - 18
H-Tree Depth - 1
CP Cell Sequence - nor2b_1, clkdlybuf4s15_1
Layout fillers - 381
CP required - 0.96 ns
Max clock buf depth - 2
Buffers on Ports - 10
Drt total wl - 620 um
DRT antenna net count - 0
Top-count cell post-synth - dfxtp_1
Worst path max stage delay - 0.37 ns
Status - finished clean
Reg2reg setup slack - 0.20 ns
# setup viols final - 0
Final clock skew - 0.004749 ns
## routing by layer
metal | track usage [%] | share of wire (%) | vias up
met1 | 1.688 | 35 | 90
li1 | - | - | 102
met3 | 0.7955 | 7.3 | 4
met2 | 3.612 | 51 | 8
met4 | 1.232 | 6.1 | 0
met5 | 0 | 0 | -
## layout make-up
class	count	area share (%)
Multi-Input combinational cell	9	21.06
Timing Repair Buffer	17	26.39
Clock buffer	4	4.861
Sequential cell	9	37.04
Tap cell	46	10.65
## flip-flops by register name, summed over array words and instances (netlist names)
signal / cells
btn_sampler.s_rising.signal_int: 1
r_left.signal_int: 1
btn_sampler.sampled: 4
r_down.signal_int: 1
r_up.signal_int: 1
r_right.signal_int: 1
## critical path, delay by kind of cell (launching register included)
kind / cells / cell delay [ns]
buffers and inverters: 1 / 0.17
DFF: 1 / 0.37
and+or+nand+nor: 1 / 0.13
## cells by family (layout without fill, tap and decap cells)
group	Yosys count	after routing	synth area share, %
flops	9	9	66.95
buf+inv	0	21	0
mux	4	4	20.08
simple gates	5	5	12.97
## repair_timing
item                       in CTS  in global routing
hold buffers                    0                  0
pin swaps                       0                  0
setup buffers                   3                  0
resized                        10                  4
setup endpoints to repair       4                  2
## worst max-delay path by stage
stage | start | endpoint | cells after the start
6_report | btn_sampler.sampled[0] | right | 2
5_1_grt | btn_sampler.sampled[1] | left | 2
4_1_cts | btn_sampler.sampled[2] | down | 2
## where the power goes
| part | switching [mW] | leakage (nW) | internal [mW] | total [mW] |
|---|---|---|---|---|
| Combinational | 0.0348 | 0.131 | 0.125 | 0.160 |
| Clock | 0.0945 | 0.0150 | 0.127 | 0.222 |
| Sequential | 0.0205 | 0.0891 | 0.344 | 0.364 |
## cells in the final DEF, fill, tap and decap left out
cell type        n
clkdlybuf4s50_1  6
clkbuf_2         2
dfrtp_1          4
dfxtp_1          5
buf_4            7
clkbuf_4         3
nor2b_4          3
clkdlybuf4s15_1  2
clkbuf_1         1
mux2_4           4
nor2b_1          2
## stage by stage
step / power, mW / setup slack [ns] / TNS [ns] / cells / hold slack [ns]
6_report: 0.7458 / 0.04628 / 0 / 85 / 0.1815
5_1_grt: 0.7898 / 0.003304 / 0 / 85 / 0.1898
4_1_cts: 0.7554 / 0.02674 / 0 / 85 / 0.1793
3_5_place_dp: 0.5105 / -0.1935 / -0.7928 / 78 / 0.4527
3_3_place_gp: 0.5090 / -0.1917 / -0.8001 / 78 / 0.4572
2_1_floorplan: 0.4091 / 0.2969 / 0 / 18 / -0.05559
Power is estimated from default activity; no workload was simulated.
