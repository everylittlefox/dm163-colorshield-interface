`flow/design.v`:
```
module colorshield (input clk,
                    input rst_n,
                    input write_en,
                    input wire [5:0] pixel_addr,
                    input wire [23:0] pixel_value,
                    output wire [7:0] channel,
                    output reg ready,
                    output s_sda,
                    output s_clk,
                    output s_rst,
                    output lat,
                    output sb);
  localparam [3:0] N_RST_INPUT = 8;
  localparam N_GAMMA = 6 * 24;  
  localparam W = 18;  
  localparam [5:0] RED_GAMMA = 63;
  localparam [5:0] GREEN_GAMMA = 63;
  localparam [5:0] BLUE_GAMMA = 63;
  localparam PAINT = 1'b0;
  localparam INPUT = 1'b1;
  reg [3:0] n_rst_cycles;
  reg s_rst_int;
  reg rst_done;
  reg sb_int;
  wire sb_next;
  wire [N_GAMMA-1:0] g_data = {8{RED_GAMMA, GREEN_GAMMA, BLUE_GAMMA}};
  reg g_done;
  wire g_done_n;
  wire should_transmit;
  wire g_latch, p_latch;
  wire g_clk, p_clk;
  wire g_sda, p_sda;
  wire p_frame_done;
  reg state, state_next;
  reg [W-1:0] frame_wait, frame_wait_next;
  wire write_en_int;
  reg send_frame;
  assign g_done_n = ~g_latch | g_done;
  assign should_transmit = rst_done & ~g_done;
  assign sb_next = sb_int | g_done;
  assign write_en_int = write_en & ready;
  transmit_unit #(.N(N_GAMMA)) txu (.clk(clk),
                                    .rst_n(rst_n),
                                    .data(g_data),
                                    .run(should_transmit),
                                    .s_clk(g_clk),
                                    .s_sda(g_sda),
                                    .latch(g_latch));
  pixel_column_mux pix_unit (.clk(clk),
                              .rst_n(rst_n),
                              .send_frame(send_frame),
                              .write_en(write_en_int),
                              .pixel_addr(pixel_addr),
                              .pixel_value(pixel_value),
                              .channel(channel),
                              .s_sda(p_sda),
                              .s_clk(p_clk),
                              .latch(p_latch),
                              .frame_done(p_frame_done));
  always @(posedge clk, negedge rst_n) begin
    if (~rst_n) begin
      n_rst_cycles <= N_RST_INPUT;
      sb_int <= 0;
      g_done <= 0;
      s_rst_int <= 1'b0;
      rst_done <= 1'b0;
      state <= INPUT;
      frame_wait <= 0;
    end
    else begin
      n_rst_cycles <= (n_rst_cycles > 0) ? n_rst_cycles - 1 : n_rst_cycles;
      sb_int <= sb_next;
      g_done <= g_done_n;
      rst_done <= s_rst_int;
      s_rst_int <= n_rst_cycles == 0;
      state <= state_next;
      frame_wait <= frame_wait_next;
    end
  end
  always @(*) begin
    state_next = state;
    frame_wait_next = frame_wait;
    send_frame = 1'b0;
    case (state)
      PAINT: begin
        ready = 1'b0;
        if (p_frame_done) begin
          frame_wait_next = {W{1'b1}};
          state_next = INPUT;
        end
      end
      INPUT: begin
        ready = g_done;
        if (frame_wait > 0) frame_wait_next = frame_wait - 1;
        else begin
          state_next = PAINT;
          send_frame = 1'b1;
        end
      end
    endcase
  end
  assign s_rst = s_rst_int;
  assign lat = (g_done) ? p_latch : g_latch;
  assign s_sda = (g_done) ? p_sda : g_sda;
  assign s_clk = (g_done) ? p_clk : g_clk;
  assign sb = sb_int;
endmodule
module one_hot_encoder(input wire [2:0] in, output reg [7:0] out);
  always @(*) begin
    case (in)
      3'b000: out = 8'b0000_0001;
      3'b001: out = 8'b0000_0010;
      3'b010: out = 8'b0000_0100;
      3'b011: out = 8'b0000_1000;
      3'b100: out = 8'b0001_0000;
      3'b101: out = 8'b0010_0000;
      3'b110: out = 8'b0100_0000;
      3'b111: out = 8'b1000_0000;
    endcase
  end
endmodule
module pixel_column_mux(input clk,
                        input rst_n,
                        input send_frame,
                        input write_en,
                        input wire [5:0] pixel_addr,
                        input wire [BITS_PER_PIXEL-1:0] pixel_value,
                        output wire [7:0] channel,
                        output s_sda,
                        output s_clk,
                        output latch,
                        output reg frame_done);
  localparam PIXELS_PER_COL = 8;
  localparam BITS_PER_PIXEL = 24;
  localparam N_BITS = PIXELS_PER_COL*BITS_PER_PIXEL;
  localparam LEFT = 1'b0;
  localparam RIGHT = 1'b1;
  localparam READY = 2'b00;
  localparam SWAP = 2'b01;
  localparam WAITLO = 2'b10;
  localparam WAITHI = 2'b11;
  wire col_done;
  wire l_write_en, r_write_en;
  reg clear;
  wire l_clear, r_clear;
  wire [N_BITS-1:0] col_bits, l_col_bits, r_col_bits;
  reg [1:0] state, state_next;
  reg [2:0] col_idx, col_idx_next;
  reg active, active_next;
  reg transmit, transmit_next;
  reg [3:0] n_cycles, n_cycles_next;
  wire [7:0] col_idx_ohot;
  reg [7:0] channel_int, channel_next;
  one_hot_encoder ohot (.in(col_idx), .out(col_idx_ohot));
  pixels_grid left_grid  (.clk(clk),
                          .rst_n(rst_n),
                          .write_en(l_write_en),
                          .clear(l_clear),
                          .pixel_addr(pixel_addr),
                          .pixel_value(pixel_value),
                          .read_col_idx(col_idx),
                          .col_bits(l_col_bits));
  pixels_grid right_grid (.clk(clk),
                          .rst_n(rst_n),
                          .write_en(r_write_en),
                          .clear(r_clear),
                          .pixel_addr(pixel_addr),
                          .pixel_value(pixel_value),
                          .read_col_idx(col_idx),
                          .col_bits(r_col_bits));
  transmit_unit #(.N(N_BITS)) tpu (.clk(clk),
                                    .rst_n(rst_n),
                                    .data(col_bits),
                                    .run(transmit),
                                    .s_clk(s_clk),
                                    .s_sda(s_sda),
                                    .latch(latch));
  assign l_write_en = (active == LEFT) ? 1'b0 : write_en;
  assign r_write_en = (active == RIGHT) ? 1'b0 : write_en;
  assign l_clear = (active == LEFT) ? clear : 1'b0;
  assign r_clear = (active == RIGHT) ? clear : 1'b0;
  assign col_done = ~latch;
  assign col_bits = (active == LEFT) ? l_col_bits : r_col_bits;
  always @(posedge clk, negedge rst_n) begin
    if (~rst_n) begin
      state <= READY;
      col_idx <= 0;
      transmit <= 1'b0;
      active <= LEFT;
      n_cycles <= 0;
      channel_int <= 0;
    end
    else begin
      state <= state_next;
      col_idx <= col_idx_next;
      transmit <= transmit_next;
      active <= active_next;
      n_cycles <= n_cycles_next;
      channel_int <= channel_next;
    end
  end
  always @(*) begin
    state_next = state;
    active_next = active;
    transmit_next = transmit;
    col_idx_next = col_idx;
    n_cycles_next = n_cycles;
    channel_next = 0;
    frame_done = 1'b0;
    clear = 1'b0;
    case (state)
      READY: begin
        transmit_next = 1'b1;
        if (send_frame) begin
          state_next = SWAP;
        end
        if (col_done) begin
          transmit_next = 1'b0;
          n_cycles_next = 4'hf;
          state_next = WAITLO;
        end
      end
      SWAP: begin
        clear = 1'b1;
        active_next = ~active;
        state_next = READY;
      end
      WAITLO: begin
        if (n_cycles > 0) begin
          n_cycles_next = n_cycles - 1;
        end else begin
          n_cycles_next = 4'hf;
          state_next = WAITHI;
        end
      end
      WAITHI: begin
        channel_next = col_idx_ohot;
        if (n_cycles > 0) begin
          n_cycles_next = n_cycles - 1;
        end else begin
          state_next = READY;
          transmit_next = 1'b1;
          col_idx_next = col_idx + 1;
          if (col_idx == 3'd7) frame_done = 1'b1;
        end
      end
      default: state_next = READY;
    endcase
  end
  assign channel = channel_int;
endmodule
module pixels_grid (input clk,
                     input rst_n,
                     input write_en,
                     input clear,
                     input wire [5:0] pixel_addr,
                     input wire [BITS_PER_PIXEL-1:0] pixel_value,
                     input [2:0] read_col_idx,
                     output [N_BITS-1:0] col_bits);
  localparam PIXELS_PER_COL = 8;
  localparam N_COLS = 8;
  localparam BITS_PER_PIXEL = 24;
  localparam N_BITS = PIXELS_PER_COL*BITS_PER_PIXEL;
  integer i;
  wire [2:0] x_coord, y_coord;
  reg [N_BITS-1:0] pixels [N_COLS-1:0];
  assign {x_coord, y_coord} = pixel_addr;
  assign col_bits = pixels[read_col_idx];
  always @(posedge clk, negedge rst_n) begin
    if (~rst_n) begin
      for (i = 0; i < N_COLS; i = i + 1) begin: reset_for
        pixels[i] <= {PIXELS_PER_COL{24'h000000}};
      end
    end else if (write_en) begin
      pixels[x_coord][y_coord * BITS_PER_PIXEL +: BITS_PER_PIXEL] <= pixel_value;
    end else if (clear) begin
      for (i = 0; i < N_COLS; i = i + 1) begin: clear_for
        pixels[i] <= {PIXELS_PER_COL{24'h000000}};
      end
    end
  end
endmodule
module transmit_unit
                    #(parameter N = 8)
                    (input clk,
                     input rst_n,
                     input wire [N-1:0] data,
                     input run,
                     output s_clk,
                     output s_sda,
                     output reg latch);
  localparam N_BIT = $clog2(N);
  localparam [1:0] N_CLK_HALF_PERIOD = 2;
  localparam CHECK = 3'b000;
  localparam INIT  = 3'b100;
  localparam TRANS = 3'b001;
  localparam DNCLK = 3'b010;
  localparam UPCLK = 3'b011;
  reg [N_BIT:0] bit_count, bit_count_next;
  reg [N-1:0] data_int, data_next;
  reg [2:0] state, state_next;
  reg [1:0] clk_wait, clk_wait_next;
  reg s_clk_int, s_clk_next;
  reg s_sda_int, s_sda_next;
  always @(posedge clk, negedge rst_n) begin
    if (~rst_n) begin
      bit_count <= 0;
      data_int <= 0;
      state <= INIT;
      s_clk_int <= 1'b0;
      s_sda_int <= 1'b0;
      clk_wait <= 0;
    end
    else begin
      bit_count <= bit_count_next;
      data_int <= data_next;
      state <= state_next;
      clk_wait <= clk_wait_next;
      s_clk_int <= s_clk_next;
      s_sda_int <= s_sda_next;
    end
  end
  always @(*) begin
    s_clk_next = s_clk_int;
    s_sda_next = s_sda_int;
    state_next = state;
    data_next = data_int;
    clk_wait_next = clk_wait;
    bit_count_next = bit_count;
    latch = 1'b1;
    case (state)
      INIT: begin
        s_clk_next = 1'b0;
        s_sda_next = 1'b0;
        if (run) begin
          state_next = CHECK;
          bit_count_next = N[N_BIT:0];
          data_next = data;
        end
      end
      CHECK: begin
        s_clk_next = 1'b0;
        s_sda_next = 1'b0;
        if (bit_count > 0) begin
          state_next = TRANS;
        end else begin
          latch = 1'b0;
          state_next = INIT;
        end
      end
      TRANS: begin        
        s_sda_next = data_int[N-1];
        data_next = data_int << 1;
        bit_count_next = bit_count - 1;
        s_clk_next = 1'b0;
        state_next = DNCLK;
        clk_wait_next = N_CLK_HALF_PERIOD;
      end
      DNCLK: begin        
        if (clk_wait == 2'b00) begin
          s_clk_next = 1'b1;
          clk_wait_next = N_CLK_HALF_PERIOD;
          state_next = UPCLK;
        end else clk_wait_next = clk_wait - 1;
      end
      UPCLK: begin
        if (clk_wait == 2'b00) begin
          s_clk_next = 1'b0;
          state_next = CHECK;
          s_sda_next = 1'b0;
        end else clk_wait_next = clk_wait - 1;
      end
      default: state_next = INIT;
    endcase
  end
  assign s_clk = s_clk_int;
  assign s_sda = s_sda_int;
endmodule
module top_level (input clk,
                  input rst_n,
                  output wire [7:0] channel,
                  output s_sda,
                  output s_clk,
                  output s_rst,
                  output lat,
                  output sb);
  wire shield_ready, write_en;
  reg [2:0] ball_pos;
  wire [5:0] pixel_addr;
  wire [23:0] pixel_value = 24'hff0000;
  reg [7:0] ball_speed;  
  reg shield_ready_int;
  wire ready_edge;
  assign write_en = 1'b1;
  assign pixel_addr = {ball_pos, 3'b111};
  assign ready_edge = shield_ready & ~shield_ready_int;
  colorshield shield (.clk(clk),
                      .rst_n(rst_n),
                      .write_en(write_en),
                      .pixel_addr(pixel_addr),
                      .pixel_value(pixel_value),
                      .channel(channel),
                      .ready(shield_ready),
                      .s_sda(s_sda),
                      .s_clk(s_clk),
                      .s_rst(s_rst),
                      .lat(lat),
                      .sb(sb));
  always @(posedge clk, negedge rst_n) begin
    if (~rst_n) begin
      ball_pos <= 0;
      ball_speed <= 8'hff;
      shield_ready_int <= 1'b0;
    end
    else begin
      shield_ready_int <= shield_ready;
      if (ready_edge) begin
        ball_speed <= ball_speed - 1;
        if (ball_speed == 0) ball_pos <= ball_pos + 1;
      end
    end
  end
endmodule
```
`flow/config.mk`:
```
export PLATFORM = sky130hd
export DESIGN_NAME = top_level
export DESIGN_NICKNAME = top_level
export VERILOG_FILES = /design/flow/design.v
export SDC_FILE = /design/flow/constraint.sdc
export NUM_CORES = 4
export LEC_CHECK = 1
export CORE_UTILIZATION = 40
```
`flow/run.sh`:
```
#!/bin/bash
# OpenROAD 26Q1-2900-gdf79404cd8, Yosys 0.63+post, stock flow scripts
make -C /OpenROAD-flow-scripts/flow DESIGN_CONFIG=/design/flow/config.mk WORK_HOME=/design/flow/orfs finish
```
`flow/constraint.sdc`:
```
current_design top_level

set clk_period 14.1
set clk_io_pct 0.2

create_clock -name clk0 -period $clk_period [get_ports {clk}]

set non_clock_inputs [all_inputs -no_clocks]
set_input_delay [expr $clk_period * $clk_io_pct] -clock clk0 $non_clock_inputs
set_output_delay [expr $clk_period * $clk_io_pct] -clock clk0 [all_outputs]
```
==> GITHUB_STEP_SUMMARY <==
## PnR job results

| Metric | Value |
|---|---|
| Largest net degree at the start of global routing | 94 |
| Worst flop-to-flop path startpoint | shield.g_done$_DFF_PN0_ |
| Num Clock Sinks | 448 |
| Dominant combinational family | AND-OR/OR-AND gates |
| Hold endpoint | shield.rst_done$_DFF_PN0_ |
| Adders+Majority by Area | 1.62% |
| Top-count cell post-synth | dfrtp_1 |
| DP Cell Count | 2,005 |
| CTS tree | done |
| Worst-Margin Slew | 0.860 ns |
| Number of enable flip-flop cells | 0 |
| Hold_buf cts | 0 |
| Outcome | finished clean |
| R2r setup slk | 10.79 ns |
| CTS H-tree depth | 2 |
| Layout area overhead | 13.6% |
| RSZ-0062 raised after global routing | false |
| Crit. End Element | output pin |
| Remaining DRCs | 0 |
| DR WL/cell | 14.2 um |
| CTS Buf Count | 49 |
| Iter 0 DRT Violations | 693 |
| Worst Setup SP | shield.pix_unit.tpu.bit_count[0]$_DFFE_PN0P_ |
| Vias/cell | 5.25 |
| Post-DP Area | 18,400 um2 |
| Placer Congestion | 0.818 |
| Ys flop type | dfrtp_1 |
| Die width | 213 um |
| Crit Path Category | reg2out |
| Gr usage total | 14.6% |
| Die Area | 45,200 um2 |
| CP max FO | 6 |
| Hold_sp | shield.s_rst_int$_DFF_PN0_ |
| AND-OR/OR-AND Cells, Area Fraction | 19.5% |
| Post-cts gate resize count | 0 |
| Vias in the first global route | 11,001 |
| Diode count | 0 |
| Clk slew on worst S/H paths | 0.06 ns |
| Hold WS | 0.375 ns |
| Synth Instances | 1,482 |
| Fillers | 3,780 |
| CP Launch Type | flop |
| Skew final | 0.0128 ns |
| Count of input and output buffers | 14 |
| Post-detail-place hpwl | 16,200 um |
| CP arrival | 2.67 ns |
| Max clock buf depth | 3 |
| Most instantiated cells after synthesis | dfrtp_1, a22o_1, nor2_1 |
| Yosys Chip Area | 17,700 um2 |
| Post-synth ARST share | 100% |
| RR Endpoint | shield.txu.data_int[62]$_DFFE_PN0P_ |
| Cell variety after synth | 70 |
| CP Data Required Time | 11.28 ns |
| Core ar. | 43,400 um2 |
| Max Fclk | 182 MHz |
| I/O Pins | 15 |
| Die height | 213 um |
| Max Cap Violations | 0 |
| Drt total wl | 29,700 um |
| Slew headroom | 42.6% |
| Min cycle time layout | 5.49 ns |
| Yosys stat cell total | 1,482 |
| Clock Latency Late Sink | 0.58 ns |
| 1st-pass router iterations | 5 |
| Post-synth mux share | 1.13% |
| Total grt overflow | 0 |
| Final Cycle Share | 39.0% |
| Reg2reg path depth | 5 |
| Mapped Area | 17,700 um2 |
| Cell area leaders | dfrtp_1, a22o_1, o22a_1 |
| Final instance area | 20,100 um2 |
| Fraction of layout instances using a drive strength above 1 | 9.74% |
| FP Core Util | 40.9% |
| Yosys xor share | 1.09% |
| Synth Area in Simple Gates | 8.63% |
| Worst Hold Class | reg2reg |
| Root Buffer | clkbuf_16 |
| Dpl ws | 8.70 ns |
| P_leak | 9.48 nW |
| Rows | 76 |
| Final Util | 46.5% |
| Max VDD drop | 0.0975 mV |
| Register share after synthesis | 63.3% |
| Vias | 10,985 |
| Initial antenna violation count | 0 |
| Post-CTS Setup Inserts | 0 |
| Final ANT Viol Nets | 0 |
| Largest type area fraction | 61.4% |
| First-pass GRT wire length | 53,200 um |
| Tool Warnings | 36 |
| Pwr dens | 132 nW/um2 |
| Hold Vio Cnt, Final | 0 |
| Hold path cells | 0 |
| # setup viols final | 0 |
| Syn Area/Cell | 12.0 um2 |
| Seq cells post-synth | 448 |
| Setup TNS | 0 ns |
| Syn. warnings | 8 |
| Max Slew Vio Count | 0 |
| Worst setup margin | 8.61 ns |
| Dominant cell type by area after synthesis | dfrtp_1 |
| Final Non-Filler Cells | 2,094 |
| Tot Pwr | 2.67 mW |
[layout make-up]
cell class	instances	area [um2]	share of cell area, %
Inverter	125	469	2.33
Multi-Input combinational cell	816	5690	28.2
Timing Repair Buffer	31	273	1.35
Sequential cell	448	11200	55.7
Clock inverter	25	372	1.84
Clock buffer	64	1380	6.87
Tap cell	585	732	3.63
[worst max-delay path by stage]
stage	to	depth (start not counted)
global route	lat	6
CTS	lat	6
finish	lat	6
[layout by cell type (no fill, tap or decap), types with 6 or more instances in the layout]
cell type / synthesis / routed
nor3_1: 12 / 12
clkbuf_16: 0 / 50
clkinv_2: 0 / 9
clkbuf_1: 65 / 6
nor4_1: 10 / 10
o22a_1: 63 / 63
buf_4: 0 / 17
xnor2_1: 11 / 11
and2_1: 8 / 8
a21oi_1: 47 / 47
mux2_2: 7 / 7
nand2_1: 47 / 45
clkdlybuf4s50_1: 0 / 13
ha_1: 23 / 23
dfrtp_1: 435 / 434
nand3_1: 16 / 16
o21ai_0: 25 / 25
a31oi_1: 87 / 87
inv_1: 125 / 125
bufinv_16: 0 / 8
clkbuf_8: 0 / 8
dfstp_2: 13 / 13
mux2i_1: 11 / 10
nor2_1: 134 / 134
xor2_1: 11 / 11
a22o_1: 184 / 184
nand2b_1: 11 / 11
[per-layer routing]
| metal | vias up | routed length, um | track usage (%) |
|---|---|---|---|
| met4 | 0 | 812 | 3.57 |
| met5 | - | 0 | 0 |
| li1 | 5315 | - | - |
| met2 | 124 | 12500 | 20.7 |
| met3 | 54 | 999 | 2.68 |
| met1 | 5492 | 15300 | 24.4 |
[flip-flops by register name, indices dropped and copies added, names as in the netlist, 2 cells and up]
name	flops
shield.pix_unit.tpu.data_int	192
shield.txu.data_int	144
shield.frame_wait	18
shield.pix_unit.tpu.bit_count	9
shield.txu.bit_count	9
ball_speed	8
shield.pix_unit.channel_int	8
shield.pix_unit.left_grid.pixels	8
shield.pix_unit.right_grid.pixels	8
shield.pix_unit.tpu.state	5
shield.txu.state	5
shield.n_rst_cycles	4
shield.pix_unit.n_cycles	4
shield.pix_unit.state	4
ball_pos	3
shield.pix_unit.col_idx	3
shield.pix_unit.tpu.clk_wait	2
shield.txu.clk_wait	2
[cell families (layout without fill, tap and decap cells)]
kind of cell / Yosys count / after routing
adders and majority gates: 23 / 23
and+or+nand+nor: 298 / 298
buffers and inverters: 218 / 245
DFF: 448 / 448
AOI/OAI and AO/OA: 454 / 454
xor gates and xnor gates: 22 / 22
muxes: 19 / 19
[where the power goes]
part           internal, mW  switching, mW  total (mW)
clock network         0.841          0.513        1.35
registers              1.29              0        1.29
logic               0.00161         0.0234      0.0250
[critical path: stages, from the launching register on]
cell and delay, ns:
dfrtp_1 0.41, inv_1 0.07, ha_1 0.18, nor4b_2 0.29, nand3_1 0.35, mux2_2 0.40
clkdlybuf4s50_1 0.39
Power is estimated from default activity; no workload was simulated.
